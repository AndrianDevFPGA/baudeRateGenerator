**design/flow/constraint.sdc**
```tcl
current_design baudeRate

set clk_period 3.7
set clk_io_pct 0.2

create_clock -name clk0 -period $clk_period [get_ports {clk}]

set non_clock_inputs [all_inputs -no_clocks]
set_input_delay [expr $clk_period * $clk_io_pct] -clock clk0 $non_clock_inputs
set_output_delay [expr $clk_period * $clk_io_pct] -clock clk0 [all_outputs]
```
**design/flow/config.mk**
```make
export PLATFORM = sky130hd
export DESIGN_NAME = baudeRate
export DESIGN_NICKNAME = baudeRate
export VERILOG_FILES = /design/flow/design.v
export SDC_FILE = /design/flow/constraint.sdc
export NUM_CORES = 4
export LEC_CHECK = 1
export CORE_AREA = 10 10 92 92
export DIE_AREA = 0 0 102 102
```
**design/flow/design.v**
```verilog
module baudeRate(
                 clk,
                 rst,
                 baudeRate,
                 tick
    );
    input clk;
    input rst;
    input [16:0] baudeRate;
    output tick;
    reg [16:0] baudeRatecompter;
    assign tick = (baudeRatecompter ==baudeRate)?1:0;
    always @ (posedge clk or negedge rst)
      begin
        if (!rst)
          begin
            baudeRatecompter <= 1;
          end 
        else if (tick)
          begin
            baudeRatecompter <= 1;
          end 
        else
          begin
            baudeRatecompter <= baudeRatecompter +1;
          end 
      end 
endmodule
```
**design/flow/run.sh**
```bash
#!/bin/bash
# OpenROAD 26Q1-2900-gdf79404cd8, Yosys 0.63+post, stock flow scripts
make -C /OpenROAD-flow-scripts/flow DESIGN_CONFIG=/design/flow/config.mk WORK_HOME=/design/flow/orfs finish
```
==> run notes <==
Purpose: to document the outcome of synthesis and place and route.

Logic synthesis
Per Yosys stat, the portion of area used by sequential elements is 0.403. The chip area estimate from yosys synthesis is 1060 um^2. The synthesized instance count is 101. The total of warnings raised by yosys is 1. The fraction of post-synthesis cell area in the top cell type by area is 0.378.

The number of standard cells reported by yosys is 101. The number of different library cells used by synthesis comes to 24. In this run the cell area of the synthesized design comes to 1060 um^2. The library cell with the largest summed area after synthesis is dfrtp_1. The number of register bits inferred by synthesis is 17.

Sorting the synthesized cells by area gives the leading types as dfrtp_1 (38%), xnor2_1 (13%), xor2_1 (12%), a21oi_1 (6.6%), nand4_1 (4.7%). A synthesized cell averages 10.5 um^2.

Timing
Summed over all failing endpoints, the final setup total negative slack is 0 ns. The minimum clock period is 3.26 ns. The final-report max-slew violation count is 0. The actual transition at the worst max-transition pin is 0.783 ns. Of the available clock period, the critical path in the final layout requires 0.881.

Setup repair after global routing left no endpoint under its margin. The worst hold-check slack is 0.605 ns. The count of final hold-check violations is 0.

The normalized max-slew margin is 0.476. The highest achievable clock rate is 307 MHz. The final report lists the setup-violating endpoint count as 0. The clock skew after layout is 0.00394 ns. The setup slack of the critical path after layout is 0.440 ns.

Run status
The flow ran to the end, and the final reports show no timing, DRC or antenna violations.

Critical path
Logic depth along the worst register-to-register path is recorded as 5. Data arrives at the worst endpoint at 2.52 ns. The largest fanout on the critical path is 2.

The worst setup path is captured at an output port. Across all register-to-register paths, the minimum setup slack is 2.02 ns. The worst setup path is launched from a primary input. The reg-to-reg endpoint is baudeRatecompter[15]. Looking at the reg2reg group, the worst path starts from baudeRatecompter[4]. The worst setup path is of the in2out kind. Data on the critical path is required at its endpoint by 2.96 ns.

Detailed routing
Once detail routing completed, the nets flagged for antenna violations numbered 0. The number of optimization iterations in the first detailed-route pass is 4. The total routed wirelength is 2480 um. The total inserted antenna cells is 0.

The average routed wire per standard cell is 12.5 um. The starting DRC count in detailed routing is 79. For this run, the detailed router reports a per-instance via density of 3.98.

The DRC violation count after routing is 0. The final route contains 792 vias.

CTS
The maximum count of clock buffers along a single path is 2. The tree is rooted in a clkbuf_8. CTS built an H-tree with a depth of 1. Once the clock tree was built, the resizer swapped 0 gates to a different size. The tree built by TritonCTS fans out to 17 sinks. The count of buffers added by post-CTS timing repair for setup is 0. The clock-pin slew on the worst setup and hold paths is 0.06 ns. The count of hold-fix buffers inserted at cts is 0. Counting the buffers created by CTS gives 3. The clock tree from TritonCTS is done. As reported, the later end of the worst-skew pair has a clock insertion delay of 0.25 ns.

Floorplanning
Per the OpenROAD floorplan log, the width of the die is 102 um. The number of top-level pins is 20. At the floorplan stage, the core utilization is reported as 0.164.

The vertical die size is 102 um. After floorplanning, the die was sized to cover 10400 um^2. The core region is 6460 um^2. In this run the core area contains 29 standard-cell rows.

Layout
The final layout report lists a filler cell count of 709. For the completed layout, the total cell area is recorded as 1380 um^2. The synthesis-to-finish area growth is 29.8%. baudeRatecompter holds more flip-flops than any other register. In the final layout, the registers with the most flip-flops are baudeRatecompter x17. The share of final-layout standard cells stronger than drive strength 1 is 0.0984. The flip-flop count of the largest register after layout is 17.

Power
Across the VDD grid, the largest voltage drop is 0.144 mV. Summed over all cells, the static leakage comes to 0.536 nW. The areal power density over the cells is 302 nW/um^2.

Min path
The path category of the worst min-delay check is reg2reg. The cell count of the worst hold path is 1. The worst hold path begins at baudeRatecompter[0].

The terminating pin of the worst hold path is baudeRatecompter[0].

GRT
Entering global routing, the biggest net connects 18 pins. Total global-route track usage over all layers is 0.0509. The via count of the first global-routing pass is 792.

The number of antenna violations at the first check in global routing came to 0. The first global-routing pass estimated 4190 um of wire. The overall overflow remaining after global route is 0.

Placement
The routability congestion estimate from global placement is 0.849. In the placement report, post-DP HPWL is listed as 1910 um. The pre-CTS worst setup slack is 0.395 ns. The placed cell area is 1330 um^2.

In this run the tool buffered the top-level ports with 19 buffer cells.

Job
The logs give a warning total of 25. Across the run, the number of max-cap violations was 0.
-- stage by stage --
stage	std cells	utilization	power, mW
4_1_cts	199	0.213	0.420
3_5_place_dp	195	0.206	0.283
3_3_place_gp	195	0.206	0.283
6_report	199	0.213	0.415
2_1_floorplan	101	-	0.248
5_1_grt	199	0.213	0.440
-- routing by layer --
layer,track usage,part of all wire,vias to the layer above
met3,0.0239,0.11,4
met1,0.0826,0.56,348
met2,0.0568,0.31,34
li1,-,-,406
met5,0,0,-
met4,0.00976,0.019,0
-- area by class of cell --
class,count,area (um^2),area share
clock buffer,4,45.0,0.0328
tap,77,96.3,0.0701
timing repair buffer,21,205,0.149
sequential,17,427,0.310
multi-input combinational,80,602,0.438
-- worst max-delay path, stage by stage --
cell             delay (ns)
clkdlybuf4s50_1        0.43
xnor2_1                0.21
nand4_1                0.17
nor4_4                 0.32
and2_2                 0.18
clkdlybuf4s50_1        0.47
-- synthesized netlist by cell type --
master    number
ha_1           1
o21ai_0        1
xnor2_1       16
clkbuf_1       1
or3_1          1
nand3_4        1
dfstp_2        1
buf_6          2
and3_1         4
a21bo_2        1
nor3_2         1
nand3_1        6
nor4_4         1
dfrtp_1       16
a21boi_0       1
nand4_1        8
a21oi_1       14
and2_2         1
xor2_1        15
nand2_1        2
and4_1         4
and3_2         1
a22oi_1        1
buf_2          1
-- power breakdown --
group / internal [mW] / switching [mW] / total (mW)
registers: 0.196 / 0.0167 / 0.213
logic: 0.0398 / 0.0278 / 0.0676
clock network: 0.0763 / 0.0587 / 0.135
total: 0.312 / 0.103 / 0.415
-- worst max-delay path by stage --
stage | from | endpoint | slack [ns] | depth (start not counted)
finish | baudeRate[4] | tick | 0.44 | 6
global route | baudeRate[4] | tick | 0.34 | 6
CTS | baudeRate[4] | tick | 0.39 | 6
-- kinds of logic (layout without fill, tap and decap cells) --
logic type                 after synthesis  in the layout  synth area share
adders and majority gates                1              1            0.0118
and+or+nand+nor                         30             30             0.205
AOI/OAI and AO/OA                       18             18            0.0945
DFF                                     17             17             0.403
xor gates and xnor gates                31             31             0.256
buffers and inverters                    4             25            0.0295
-- cells in the final DEF, fill, tap and decap left out --
master / netlist / final
clkdlybuf4s50_1: 0 / 19
xnor2_1: 16 / 16
dfrtp_1: 16 / 16
xor2_1: 15 / 15
a21oi_1: 14 / 14
nand4_1: 8 / 8
nand3_1: 6 / 6
and4_1: 4 / 4
and3_1: 4 / 4
clkbuf_8: 0 / 3
nand2_1: 2 / 2
buf_4: 0 / 2
nor3_2: 1 / 1
nor4_4: 1 / 1
nand3_4: 1 / 1
o21ai_0: 1 / 1
or3_1: 1 / 1
a22oi_1: 1 / 1
a21boi_0: 1 / 1
a21bo_2: 1 / 1
and2_2: 1 / 1
and3_2: 1 / 1
ha_1: 1 / 1
dfstp_2: 1 / 1
clkbuf_1: 1 / 1
No activity file was given, so power comes from the tool's default toggle rates.
